==> design/flow/design.v <==
module drv_sr04(clk, rstn, trig, echo, start, data);
input clk;    
input rstn;   
input echo;   
input start;  
output reg trig; 
output reg [9:0] data;  
reg [14:0] cnt;  
localparam INIT=0;  
localparam TRIG=1;  
localparam ECHO=2;  
localparam WAIT=3;  
reg [1:0] state;  
reg start_d0, start_d1;  
wire start_flag;  
assign start_flag = (~start_d1) & start_d0;  
always @(posedge clk or negedge rstn)
begin
  if(rstn == 0)
  begin
    data <= 10'd123;
    cnt <= 15'd0;
    trig <= 1'b0;
    start_d0 <= 1'b0;
    start_d1 <= 1'b0;
    state <= INIT;
  end
  else
  begin
  start_d0 <= start;  
  start_d1 <= start_d0;  
  case(state)
    INIT:if(start_flag && (echo==0))
         begin
           trig <= 1'b1;
           cnt <= 15'd0;
           state <= TRIG;
         end
    TRIG:if(cnt > 19)  
         begin
           trig <= 1'b0;
           cnt <= 15'd1;  
       state <= ECHO;
         end
         else cnt <= cnt + 1'b1;
    ECHO:if(echo > 0)
           state <= WAIT;
    WAIT:if(echo < 1)
         begin
           data <= ((34 * cnt) / 2000);  
			  state <= INIT;
         end 
	     else
         begin        
           cnt <= cnt + 1'b1;
           if(cnt >= 15'h7FFF)
           begin
             data <= 10'd999;
             state <= INIT;
           end
         end
  endcase
  end
end
endmodule
==> design/flow/run.sh <==
#!/bin/bash
# OpenROAD 26Q1-2900-gdf79404cd8, Yosys 0.63+post, stock flow scripts
make -C /OpenROAD-flow-scripts/flow DESIGN_CONFIG=/design/flow/config.mk WORK_HOME=/design/flow/orfs finish
==> design/flow/config.mk <==
export PLATFORM = sky130hd
export DESIGN_NAME = drv_sr04
export DESIGN_NICKNAME = drv_sr04
export VERILOG_FILES = /design/flow/design.v
export SDC_FILE = /design/flow/constraint.sdc
export NUM_CORES = 4
export LEC_CHECK = 1
export CORE_UTILIZATION = 30
==> design/flow/constraint.sdc <==
current_design drv_sr04

set clk_period 13.7
set clk_io_pct 0.2

create_clock -name clk0 -period $clk_period [get_ports {clk}]

set non_clock_inputs [all_inputs -no_clocks]
set_input_delay [expr $clk_period * $clk_io_pct] -clock clk0 $non_clock_inputs
set_output_delay [expr $clk_period * $clk_io_pct] -clock clk0 [all_outputs]
==> deck_impl_summary.md <==
Implementation Results

Floorplanning
  – Die H: approximately 130 um
  – Die W: 131.1 um
  – Die ar.: 0.01717 sq mm
  – Core Util at FP: 31.11%
  – Core region area: roughly 0.016 sq mm
  – Site Rows: 46
  – Top Ports: 15

Timing
  – Finish-stage setup viols: 0
  – FMAX: ~100 MHz
  – Fin worst setup slack: between 4000 and 5000 ps
  – Skew final: approximately 3.7 ps
  – Headroom to the max-slew limit: 38.43%
  – Final Hold Violation Tally: 0
  – Max-slew violation count: 0
  – Post-route clock period utilization: about 70%
  – Setup_tns: 0 ps
  – RSZ-0062 raised after global routing: no
  – Tightest Pin Transition: 920.2 ps
  – Crit path time final: 9582 ps

CTS
  – CTS resizes: 0
  – CTS root buffer: clkbuf_16
  – Insertion Delay late pin: roughly 280 ps
  – Cts hold-fix bufs: 0
  – Clk sinks: 32
  – H-Tree Depth: 2
  – Cts bufs inserted: 5
  – Clock transition at the registers of the reported paths: approximately 50 ps
  – Clk buf depth: 2
  – Postcts setup bufs: 0
  – TritonCTS clock tree: built

Detailed routing
  – Via density: roughly 5.7
  – # diodes: 0
  – First-pass DRT Iterations: 5
  – Drt total wl: 13120 um
  – First DRT Iteration DRCs: ~350
  – DRC Markers: 0
  – Via Count: between 4000 and 5000
  – DR WL/cell: approximately 15 um
  – Antenna-violating nets left: 0

Worst setup path
  – Worst reg2reg setup slack: ~4100 ps
  – Nature of the critical path endpoint: register
  – Crit Path Category: reg2reg
  – WP buf/inv: 0
  – RR Endpoint: data[0]
  – Cell family with most CP delay: AND-OR/OR-AND gates
  – CP max stage cell: nor2_1
  – Crit path DRT: about 14000 ps
  – Crit path launch type: register
  – WP depth: 27
  – Largest stage delay on the critical path: between 700 and 800 ps
  – WP data arrival: ~9800 ps
  – R2r worst-path depth: 27
  – Crit Path Max Fanout: 15
  – Reg2Reg Launch Point: cnt[7]

Worst hold path
  – Hold WC Path Type: reg2reg
  – Beginning of the worst hold path: start_d0
  – Worst hold path depth: 0
  – Worst hold endpoint: start_d1

Yosys
  – YS chip area: 0.004996 sq mm
  – Main area contributors: dfrtp_1 13%, ha_1 6.0%, xnor2_1 5.3%
  – Synth Seq Share: approximately 16%
  – Top area contributor share: between 10 and 15%
  – Most used DFF post-synth: dfrtp_1
  – Synth Area per Inst: ~7.7 sq um
  – Mapped Area: 0.004996 sq mm
  – Ys async rst share: around 100%
  – Post-synth regs: 32
  – Synth cell types: a little over 100
  – EDFF count, synth: 0
  – Cell count after synthesis: about 650
  – Top cells by instance count after synthesis: 63 x nor2_1, 46 x a21oi_1, 45 x nand2_1
  – Ys cells: 645
  – Synth warn: 1
  – Yosys top cell by area: dfrtp_1
  – Most numerous cell in the Yosys netlist: nor2_1

Cells and area
  – Final core occ: about 34%
  – P&R area growth vs syn: 10.07%
  – Layout Cells excl Fill: around 860
  – Layout cells sized above 1: about a tenth

Global routing
  – Initial antenna violation count: 0
  – Vias in the first global route: 4398
  – GRT Total Usage: 16.32%
  – First-pass GRT wire length: 22250 um
  – Grt total ovfl: 0
  – Largest net degree at the start of global routing: 33

Job
  – OpenROAD warning count: 27
  – Max-cap violations: 0

Power and ir drop
  – Pwr per Cell Area: around 80 mW/mm^2
  – Leak: about 2.0 nW
  – VDD IR-drop max: between 80 and 90 uV
  – Power after layout: around 440 uW

Placed design
  – Post-Place Worst Slack: 4285 ps
  – GP Congestion: 0.9351
  – Detail Placement HPWL: between 10000 and 15000 um
  – Input/output buffers: 14
  – Number of placed cells counting well taps: 855

Status
  – Status: completed
per-stage QoR:
stage / area (sq um) / hold WS, ps
2_1_floorplan: 4996 / 389.5
3_3_place_gp: 5331 / 423.2
3_5_place_dp: 5331 / 423.3
4_1_cts: 5499 / 436.2
5_1_grt: 5499 / 450.6
6_report: 5499 / 428.9
worst max-delay path by stage:
stage	startpoint	end	slack [ps]
4_1_cts	cnt[7]	data[0]	4220
5_1_grt	cnt[6]	data[0]	3290
6_report	cnt[7]	data[0]	4120
cell families after synthesis:
group                      Yosys count  share of synthesized area (%)
and+or+nand+nor                    237                          24.12
DFF                                 32                          16.20
xor gates and xnor gates            49                          8.740
buffers and inverters               50                          4.358
adders and majority gates           28                          7.012
AOI/OAI and AO/OA                  226                          34.49
muxes                               23                          5.084
sequential cells by signal, summed over array words and instances (netlist names):
name / cells
cnt: 15
data: 10
start_d0: 1
start_d1: 1
state: 4
trig: 1
final cells by class:
class                   instances  area [sq um]
clock buffers                   5         125.1
clock inverters                 3         42.54
fillers                      1653         10560
inverters                      22         82.58
multi-input cells             563          3969
flip-flops and latches         32         809.5
well taps                     216         270.3
repair buffers                 22         200.2
cells in the final DEF (no fill, tap or decap), drive strengths merged, types with 7 or more instances in the layout:
| cell | count |
|---|---|
| o21a | 7 |
| a211oi | 17 |
| nor4 | 7 |
| a21o | 14 |
| nor3 | 21 |
| nand4 | 9 |
| dfstp | 7 |
| mux2i | 17 |
| or3 | 9 |
| clkdlybuf4s50 | 14 |
| a21oi | 48 |
| o21ai | 39 |
| and3 | 11 |
| nor2 | 63 |
| or2 | 10 |
| buf | 8 |
| ha | 24 |
| o22ai | 8 |
| a31oi | 14 |
| nand2 | 45 |
| inv | 22 |
| o211ai | 16 |
| xnor2 | 31 |
| xor2 | 18 |
| dfrtp | 25 |
| nand2b | 8 |
| nand3 | 28 |
power breakdown:
part           total [mW]  leakage [nW]  switching [mW]  internal (mW)
Clock               0.126        0.0798          0.0409         0.0853
Sequential          0.146         0.394          0.0235          0.122
Combinational       0.169          1.56          0.0932         0.0763
per-layer routing:
layer	up-vias	track usage [%]	share of wire, %
li1	2464	-	-
met1	2309	26.02	50
met2	125	24.87	45
met3	13	1.570	4.7
met4	0	1.420	0.83
met5	-	0	0
Power is estimated from default activity; no workload was simulated.
