===== flow/run.sh =====
#!/bin/bash
# OpenROAD 26Q1-2900-gdf79404cd8, Yosys 0.63+post, stock flow scripts
make -C /OpenROAD-flow-scripts/flow DESIGN_CONFIG=/design/flow/config.mk WORK_HOME=/design/flow/orfs finish

===== flow/design.v =====
module drv_tdmseg3(clk, rstn, data, segment, dden);
input clk;    
input rstn;   
input [9:0] data;  
output [6:0] segment;  
output reg [2:0] dden;  
reg[1:0] dpos;   
reg [3:0] bcd[2:0];  
reg[3:0] bcdout;  
reg [6:0] seg;  
assign segment = seg;  
always @(data)  
  begin
    bcd[0]=(data) % 10;  
    bcd[1]=(data/10) % 10;
    bcd[2]=(data/100) % 10;  
  end
always @(posedge clk, negedge rstn) 
  if(rstn == 0)
  begin
    dpos <= 0;
    dden <= 3'b001;  
    bcdout <= 4'd0;
  end
  else
    begin
      if(dpos < 2) dpos <= dpos + 1'b1;  
      else dpos <= 0;
      bcdout = bcd[dpos];
      dden <= (3'b001 << dpos);      
    end
always @(bcdout)
  case(bcdout) 
    0: seg = 7'b0111111;
    1: seg = 7'b0000110;
    2: seg = 7'b1011011;
    3: seg = 7'b1001111;
    4: seg = 7'b1100110;
    5: seg = 7'b1101101;
    6: seg = 7'b1111100;
    7: seg = 7'b0000111;
    8: seg = 7'b1111111;
    9: seg = 7'b1100111;
    default: seg = 7'b0000000;
  endcase
endmodule

===== flow/constraint.sdc =====
current_design drv_tdmseg3

set clk_period 10.3
set clk_io_pct 0.2

create_clock -name clk0 -period $clk_period [get_ports {clk}]

set non_clock_inputs [all_inputs -no_clocks]
set_input_delay [expr $clk_period * $clk_io_pct] -clock clk0 $non_clock_inputs
set_output_delay [expr $clk_period * $clk_io_pct] -clock clk0 [all_outputs]

===== flow/config.mk =====
export PLATFORM = sky130hd
export DESIGN_NAME = drv_tdmseg3
export DESIGN_NICKNAME = drv_tdmseg3
export VERILOG_FILES = /design/flow/design.v
export SDC_FILE = /design/flow/constraint.sdc
export NUM_CORES = 4
export LEC_CHECK = 1
export CORE_UTILIZATION = 30

==> reports/qor.txt <==
Post-synthesis async set-or-reset flop share - 1.00
Most frequent cells in the layout - buf_4 (295), nor2_1 (59), nand2_1 (48)
Adder Share, Synth - 0.157
WL final - 15000 um
DRT antenna net count - 0
Largest logic family - AND-OR/OR-AND gates
Worst slew pin tran - 0.605 ns
DR DRC count - 0
Clock tree buffer depth - 2
Mapped Avg Cell Area - 7.03 um2
I/O Buffers - 21
First DRT Iteration DRCs - 328
Post-synth cell types - 93
Die Width - 120 um
Max Cap Viol - 0
MUX area fraction - 0.0588
Hpwl dp - 10800 um
Hold-fix buffers, CTS - 0
Die footprint - 14400 um2
P per Cell Area - 83.9 nW/um2
Core Region - 13400 um2
Tcrit/Tclk final - 1.41
Final WS setup - -4.25 ns
Share of the synthesized area in the top cell type - 0.147
Die span in y - 120 um
Peak Freq - 68.7 MHz
Status - finished with violations
Yosys xor share - 0.0714
H-tree depth - 1
Clk latency late pin - 0.23 ns
Rel. slew slack - 0.593
WS Path Type - in -> reg
Vias in the first global route - 5547
Drt pass-1 iters - 5
Biggest area cells - ha_1 (15%), xnor2_1 (5.9%), nor2_1 (5.8%)
Gate power share - 0.821
Clk pwr share - 0.110
Largest net degree at the start of global routing - 27
Diodes inserted - 0
Top Ports - 22
Tot Pwr - 0.605 mW
Share of layout cells above drive strength 1 - 0.446
Int Pwr - 0.362 mW
Yosys chip area - 4170 um2
Layout area overhead - 72.8%
Initial antenna violation count - 0
Data required, critical path - 10.40 ns
Total track usage - 0.214
Clock sinks - 8
Worst hold start - dpos[0]$_DFF_PN0_
Synthesized cell area - 4170 um2
Final Skew - 0.000896 ns
Fin cells - 1073
Simple-gate portion of the synthesized area - 0.268
CP max FO - 5
Hold WC Path Type - reg -> reg
Critical Path Slowest Stage Cell - or4b_4
Number of setup violations in the final report - 4
Design area - 7210 um2
Post-synth EDFFs - 0
Routed WL per cell - 14.0 um
TritonCTS clock tree - built
Crit start category - primary input
Commonest Layout Cell - buf_4
Log Warnings - 36
Critical Path Source - data[8]
Global-route wire length before repair - 25800 um
Clock root buffer - clkbuf_16
Vias after detailed routing - 5687
Flop pwr share - 0.069
Critical path data arrival time - 14.65 ns
AO/OA Area Share - 0.345
Yosys cell count - 593
Clock-pin slew on the worst setup and hold paths - 0.04 ns
Synth warn - 2
Leading area contributor after synthesis - ha_1
Site row count - 42
TritonCTS Buffers - 3
Fp util - 0.311
Psw - 0.243 mW
LEAKAGE - 3.42 nW
CP Capture Type - flop
Post-synth seq share - 0.0483
Failing checks - negative setup slack
Vias/cell - 5.30
Maximum VDD drop - 0.0000571 V
Sw frac - 0.402
Primary FF master, synth - dfrtp_1
Grt total ovfl - 0
Hold Fails Final Rpt - 0
R2R Path Start - dpos[1]$_DFF_PN0_
Placed cell count - 983
Pins Over Slew Limit - 0
Post-place instance area - 6310 um2
Gp weighted congestion - 0.945
Ys flops - 8
Synth Instances - 593
RSZ-0062 raised after global routing - yes
Min Tclk post-route - 14.55 ns
Crit path largest cell delay - 0.48 ns
-- flip-flops by register name, summed over array words and instances (netlist names) --
register,cells
bcdout,4
dden,2
dpos,2
-- area by class of cell --
type / instances / area [um2]
fill: 1106 / 6190
multi-input combinational: 537 / 4130
timing repair buffer: 321 / 2480
tap: 176 / 220
sequential: 8 / 201
inverter: 27 / 101
clock buffer: 4 / 78.8
-- timing repair --
action,4_1_cts,5_1_grt
resized,26,21
gates cloned,0,0
buffers inserted,70,16
pin swaps,43,50
setup endpoints to repair,4,4
-- worst paths after layout --
path / to / slack (ns) / depth (start not counted)
worst max-delay path: bcdout[3]$_DFF_PN0_ / -4.25 / 72
worst min-delay path: dden[0]$_DFF_PN1_ / 0.63 / 2
worst max register to register: bcdout[3]$_DFF_PN0_ / -3.23 / 74
worst min register to register: dden[0]$_DFF_PN1_ / 0.63 / 2
max in group asynchronous: dden[0]$_DFF_PN1_ / 7.91 / 1
min in group asynchronous: bcdout[1]$_DFF_PN0_ / 2.10 / 1
-- metrics by stage --
step	utilization	TNS, ns	hold slack, ns	worst slack [ns]
after global placement	0.471	-16.36	0.601	-4.26
after detailed placement	0.471	-17.92	0.607	-4.67
final	0.538	-16.26	0.626	-4.25
after global routing	0.538	-19.05	0.660	-4.95
after floorplan	-	-15.20	0.514	-4.05
after CTS	0.521	-14.75	0.624	-3.88
-- power groups by stage --
stage / Clock (mW) / Sequential (mW) / Combinational (mW)
finish: 0.0668 / 0.0417 / 0.496
global route: 0.0697 / 0.0428 / 0.544
CTS: 0.0675 / 0.0416 / 0.463
-- cells in the mapped netlist (7+ instances only) --
master,number
mux2i_1,14
a21o_1,13
o211ai_1,9
nor3_1,24
ha_1,49
a211oi_1,9
clkbuf_1,13
dfrtp_1,7
xnor2_1,28
nand2_1,51
nand3_1,16
inv_1,26
o21a_1,10
or3_1,10
o22ai_1,9
nand4_1,7
nand2b_1,9
a21oi_1,42
o21ai_0,38
nor2_1,65
-- kinds of logic after synthesis --
logic type | count (synthesis)
other | 1
adders and majority gates | 53
buffers and inverters | 48
muxes | 22
xor gates and xnor gates | 34
and+or+nand+nor | 223
AOI/OAI and AO/OA | 204
DFF | 8
-- critical path, delay by kind of cell --
kind                       cells  cell delay (ns)
buffers and inverters          3             0.36
and+or+nand+nor               22             3.69
muxes                          4             0.86
AOI/OAI and AO/OA             35             5.42
adders and majority gates      8             2.25
-- layer usage --
layer	global-route usage	up-vias	share of wire
met3	0.0117	29	0.040
li1	-	2839	-
met1	0.310	2666	0.49
met4	0.0500	0	0.024
met2	0.348	153	0.44
met5	0	-	0
No activity file was given, so power comes from the tool's default toggle rates.
